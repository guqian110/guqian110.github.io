File: flow/design.v
`timescale 1ns / 1ps
module fsm (
    clk, rst_n, jump, dout_p, dout_q
    );
    input       clk;
    input       rst_n;
    input       jump;
    output      dout_p;
    output      dout_q;
    reg         dout_p;
    reg         dout_q;
    parameter       IDLE = 4'b0001,
                    S1   = 4'b0010,
                    S2   = 4'b0100,
                    S3   = 4'b1000;
    reg     [3:0]       CS;
    reg     [3:0]       NS;
    reg     [3:0]       cnt;
    reg                cnt_fin;
    always @(posedge clk or negedge rst_n) begin
        if (!rst_n) begin
            cnt <= 4'b0;
        end
        else begin
            if (CS != IDLE) begin
                cnt <= cnt + 1;
            end
            else begin
                cnt <= cnt;
            end
            if (cnt == 4'b1111) begin
                cnt_fin <= 1'b1;
            end
            else begin
                cnt_fin <= 1'b0;
            end
        end
    end
    always @(posedge clk or negedge rst_n) begin
        if (!rst_n) begin
            CS <= IDLE;
        end
        else begin
            CS <= NS;
        end
    end
    always @* begin
        NS = 4'bx;
        case (CS)
            IDLE: begin
                if (jump) begin
                    NS = S1;
                end
                else begin
                    NS = IDLE;
                end
            end
            S1: begin
                if (cnt_fin) begin
                    NS = S2;
                end
                else begin
                    NS = S1;
                end
            end
            S2: begin
                if (cnt_fin) begin
                    NS = S3;
                end
                else begin
                    NS = S2;
                end
            end
            S3: begin
                if (cnt_fin) begin
                    NS = IDLE;
                end
                else begin
                    NS = S3;
                end
            end
            default: begin
                NS = IDLE;
            end
        endcase
    end
    always @(posedge clk or negedge rst_n) begin
        if (!rst_n) begin
            dout_p <= 1'b0;
            dout_q <= 1'b0;
        end
        else begin
            dout_p <= 1'b0;
            dout_q <= 1'b0;
            case (NS)
                IDLE: begin
                end
                S1: begin
                    dout_p <= 1'b1;
                end
                S2: begin
                    dout_q <= 1'b1;
                end
                S3: begin
                    dout_p <= 1'b1;
                    dout_q <= 1'b1;
                end
                default: begin
                end
            endcase
        end
    end
endmodule
File: flow/run.sh
#!/bin/bash
# OpenROAD 26Q1-2900-gdf79404cd8, Yosys 0.63+post, stock flow scripts
make -C /OpenROAD-flow-scripts/flow DESIGN_CONFIG=/design/flow/config.mk WORK_HOME=/design/flow/orfs finish
File: flow/config.mk
export PLATFORM = sky130hd
export DESIGN_NAME = fsm
export DESIGN_NICKNAME = fsm
export VERILOG_FILES = /design/flow/design.v
export SDC_FILE = /design/flow/constraint.sdc
export NUM_CORES = 4
export LEC_CHECK = 1
export CORE_AREA = 10 10 70 70
export DIE_AREA = 0 0 80 80
File: flow/constraint.sdc
current_design fsm

set clk_period 2.9
set clk_io_pct 0.2

create_clock -name clk0 -period $clk_period [get_ports {clk}]

set non_clock_inputs [all_inputs -no_clocks]
set_input_delay [expr $clk_period * $clk_io_pct] -clock clk0 $non_clock_inputs
set_output_delay [expr $clk_period * $clk_io_pct] -clock clk0 [all_outputs]
==> reports/qor.yml <==
route:
  wl_met1_um: 442
  dr.pass1.iters: 2
  final_antenna_net_count: 0
  drc: 0
  wl_met3_um: 41
  vias: 270
  antenna_cells_inserted: 0
  top_layer_used: "met3"
  drt-initial-drc-count: 3
  drt-wirelength-per-cell_um: 8.42
  wl_met2_um: 265
  viasPerCell: 3.03
  postRouteWirelength_um: 749
sta:
  timing.slew.headroom: 0.656
  fin_crit_ns: 1.63
  fin_worst_skew_ns: 0.00391
  rsz0062_at_grt: "no"
  setup_viol: 0
  fin_crit_sh: 0.563
  hold_violations: 0
  max_freq_mhz: 612
  worst_pin_slew_ns: 0.515
  slew_viol_final: 0
  setup_tns_ns: 0
placement:
  placedCellCount: 85
  hpwl_um: 584
  portBuffers: 4
  place.gp.congestion: 0.800
power:
  power_frac_comb: 0.362
  vdd_drop_max_v: 0.000385
  total_power_mw: 0.581
  power_density_nw_per_um2: 1010
  p_seq_frac: 0.466
  pwr-share-clk: 0.172
  p_int_mw: 0.396
  switching_share: 0.318
  p_leak_nw: 0.251
  switchingPower_mw: 0.185
clock_tree:
  cts_max_level: 1
  ctsHoldBuffers: 0
  clock_sinks: 11
  cts-buffers-inserted: 3
  cts_resized: 0
  postCtsSetupRepairBufs: 0
  cts_tree: "done"
  cts.clk_slew.worst_paths_ns: 0.06
  insertion_delay_ns: 0.26
  clk_path_buf_depth: 2
  clock-root-buffer: "clkbuf_4"
grt:
  grt_pass1_vias: 296
  track_usage: 0.0250
  grt_pass1_wl_mm: 1.27
  gr-total-overflow: 0
  grt_max_degree: 12
  antenna_found_initial: 0
finish:
  layout-drive-gt1-share: 0.186
  utilization: 0.169
  fillers: 388
  stdcell_count: 89
  area_growth_pct: 27.3
worst_setup_path:
  critical_path_required_ns: 2.32
  path_max_fanout: 1
  critPathTopFamily: "buffers and inverters"
  critPathSlowestCell: "clkdlybuf4s50_1"
  critPathCaptureType: "output pin"
  path_buffers: 1
  cp_cell_sequence: "clkdlybuf4s50_1"
  cp-start-kind: "flip-flop"
  slowest_delay_ns: 0.47
  crit_type: "flip-flop to output pin"
  arrival_ns: 1.05
synthesis:
  synth_flops: 11
  yosys_cells: 35
  synth_area_um2: 454
  ys_warn_count: 1
  avgSynthCellArea_um2: 13.0
  synthDistinctLibCells: 19
  synth_seq_share: 0.620
  netlist_instances: 35
  yosys_area_um2: 454
floorplan:
  chipArea_um2: 6400
  die_x_um: 80
  fp.dieH_um: 80
  rows: 21
  io_pins: 5
  coreArea_um2: 3420
  fp_util: 0.133
job:
  tool_warnings: 25
  cap_violations: 0
status:
  status: "finished, final reports clean"
hold_path:
  worstHoldPathType: "flip-flop to flip-flop"
-- logic make-up (layout without fill, tap and decap cells) --
group	Yosys count	in the layout	synth area share
adder cells (fa/ha/maj)	1	1	0.0275
AND/OR/NAND/NOR	10	10	0.132
AND-OR/OR-AND	3	3	0.0496
flip-flops	11	11	0.620
multiplexers	3	3	0.0689
buffers and inverters	3	11	0.0248
XOR/XNOR	4	4	0.0771
-- Yosys cell counts --
| cell type | number | area [um2] |
|---|---|---|
| dfrtp_1 | 9 | 225 |
| inv_1 | 3 | 11.3 |
| xnor2_1 | 3 | 26.3 |
| mux2i_1 | 2 | 20.0 |
| nand2_1 | 2 | 7.51 |
| o21ai_0 | 2 | 10.0 |
| or3_1 | 2 | 12.5 |
| a211oi_2 | 1 | 12.5 |
| and2_1 | 1 | 6.26 |
| and2b_4 | 1 | 10.0 |
| and3_1 | 1 | 6.26 |
| dfstp_2 | 1 | 26.3 |
| edfxtp_1 | 1 | 30.0 |
| ha_1 | 1 | 12.5 |
| mux2_2 | 1 | 11.3 |
| nand4_1 | 1 | 6.26 |
| nor3_1 | 1 | 5.00 |
| or2_2 | 1 | 6.26 |
| xor2_1 | 1 | 8.76 |
-- final cells by class --
class | instances | area, um2 | share of cell area
Sequential cell | 11 | 282 | 0.487
Multi-Input combinational cell | 21 | 161 | 0.279
Tap cell | 46 | 57.6 | 0.0996
Timing Repair Buffer | 4 | 40.0 | 0.0693
Clock buffer | 4 | 26.3 | 0.0455
Inverter | 3 | 11.3 | 0.0195
-- state kept, by name (all words and copies together), names as in the netlist --
register and flops:
dout_p 1, cnt 4, cnt_fin 1, CS 4, dout_q 1
-- worst register-to-register path, delay by kind of cell (launching register included) --
kind / cells / cell delay (ns)
mux: 1 / 0.22
simple gates: 1 / 0.41
compound gates: 1 / 0.22
flops: 1 / 0.47
-- per-stage QoR --
step	cell area, um2	setup WS [ns]	hold WS, ns
2_1_floorplan	454	1.54	0.284
3_3_place_gp	552	1.09	0.453
3_5_place_dp	552	1.06	0.463
4_1_cts	578	1.25	0.472
5_1_grt	578	1.21	0.520
6_report	578	1.27	0.471
-- per-layer routing --
metal  up-vias  global-route usage
li1        134                   -
met2         6              0.0345
met3         0              0.0159
met5         -                   0
met1       130              0.0336
met4         0             0.00176
-- final timing paths --
kind / start / end / slack (ns) / cells after the start
min in group asynchronous: rst_n / dout_q$_DFF_PN0_ / 0.66 / 1
setup reg to reg: cnt_fin$_DFFE_PP_ / dout_p$_DFF_PN0_ / 1.49 / 3
hold reg to reg: cnt[3]$_DFFE_PN0P_ / cnt[3]$_DFFE_PN0P_ / 0.47 / 1
hold / removal: cnt[3]$_DFFE_PN0P_ / cnt[3]$_DFFE_PN0P_ / 0.47 / 1
max in group asynchronous: rst_n / CS[0]$_DFF_PN1_ / 1.88 / 1
setup / recovery: dout_p$_DFF_PN0_ / dout_p / 1.27 / 1
-- cells in the final DEF (no fill, tap or decap) --
master / Yosys / routed
dfrtp_1: 9 / 9
o21ai_0: 2 / 2
edfxtp_1: 1 / 1
and2_1: 1 / 1
inv_1: 3 / 3
nor3_1: 1 / 1
clkdlybuf4s50_1: 0 / 4
mux2_2: 1 / 1
or3_1: 2 / 2
mux2i_1: 2 / 2
clkbuf_4: 0 / 3
nand2_1: 2 / 2
or2_2: 1 / 1
xnor2_1: 3 / 3
nand4_1: 1 / 1
ha_1: 1 / 1
xor2_1: 1 / 1
clkbuf_1: 0 / 1
and2b_4: 1 / 1
a211oi_2: 1 / 1
and3_1: 1 / 1
dfstp_2: 1 / 1
-- power groups by stage --
stage | Clock (mW) | Combinational (mW) | Sequential [mW]
4_1_cts | 0.105 | 0.212 | 0.271
5_1_grt | 0.113 | 0.236 | 0.281
6_report | 0.100 | 0.210 | 0.271
Power figures rest on the tool's default switching activity, not on a simulated workload.
