**./design.v**
```verilog
`timescale 1ns / 1ps
module FSM_NON_INDEX(
    input       clk,
    input       rst,
    input       restart,
    input       i1,
    input       i2,
    input       i3,
    input       i4,
    output    reg  err,
    output    reg  o1,
    output    reg  o2,
    output    reg  o3,
    output    reg  o4
    );
    localparam   [4:0]    
                        IDLE  = 5'b00001,
                        S1    = 5'b00010,
                        S2    = 5'b00100,
                        S3    = 5'b01000,
                        ERROR = 5'b10000;
    reg     [4:0]    
                    CS, NS;
    always @(posedge clk) begin
        if (rst) begin
            CS <= IDLE;
        end
        else begin
            CS <= NS;
        end
    end
    always @* begin
        NS = 5'bx;
        case (CS)     // synthesis full_case parallel_case
            IDLE: begin
                if      (!i1) NS = IDLE;
                else if ( i2) NS = S1;
                else if ( i3) NS = S2;
                else          NS = ERROR;
            end
            S1: begin
                if      (!i2) NS = S1;
                else if ( i3) NS = S2;
                else if ( i4) NS = S3;
                else          NS = ERROR;
            end
            S2: begin
                if      ( i3) NS = S2;
                else if ( i4) NS = S3;
                else          NS = ERROR;
            end
            S3: begin
                if      (!i1) NS = IDLE;
                else if ( i2) NS = ERROR;
                else          NS = S3;
            end
            ERROR: begin
                if (restart) NS = IDLE;
                else         NS = ERROR;
            end
        endcase
    end
    always @(posedge clk) begin
        err <= 0;
        o1  <= 0;
        o2  <= 0;
        o3  <= 0;
        o4  <= 0;
        case(NS)
            IDLE: begin
            end
            S1: begin
                o2 <= 1;
            end
            S2: begin
                o2 <= 1;
                o3 <= 1;
            end
            S3: begin
                o4 <= 1;
            end
            ERROR: begin
                err <= 1;
            end
        endcase
    end
 endmodule
```
**./config.mk**
```make
export PLATFORM = sky130hd
export DESIGN_NAME = FSM_NON_INDEX
export DESIGN_NICKNAME = FSM_NON_INDEX
export VERILOG_FILES = /design/flow/design.v
export SDC_FILE = /design/flow/constraint.sdc
export NUM_CORES = 4
export LEC_CHECK = 1
export CORE_AREA = 10 10 70 70
export DIE_AREA = 0 0 80 80
```
**./constraint.sdc**
```tcl
current_design FSM_NON_INDEX

set clk_period 2.6
set clk_io_pct 0.2

create_clock -name clk0 -period $clk_period [get_ports {clk}]

set non_clock_inputs [all_inputs -no_clocks]
set_input_delay [expr $clk_period * $clk_io_pct] -clock clk0 $non_clock_inputs
set_output_delay [expr $clk_period * $clk_io_pct] -clock clk0 [all_outputs]
```
**./run.sh**
```bash
#!/bin/bash
# OpenROAD 26Q1-2900-gdf79404cd8, Yosys 0.63+post, stock flow scripts
make -C /OpenROAD-flow-scripts/flow DESIGN_CONFIG=/design/flow/config.mk WORK_HOME=/design/flow/orfs finish
```
==> flow_summary.json <==
{
  "critical_path_required_ps": 2770,
  "synth.yosys.warnings": 3,
  "grt_max_degree": 10,
  "drt_first_pass_iters": 4,
  "synth_stat.cells": 49,
  "h_tree_depth": 1,
  "vias": 403,
  "ys.flop_type": "sky130_fd_sc_hd__dfxtp_1",
  "post_cts_resize_count": 0,
  "worstPathCellList": "clkdlybuf4s50_1 > a21o_2 > a221oi_2 > nand2_1 > nor4_1",
  "setup_violations": 0,
  "mostFrequentLayoutCells": "sky130_fd_sc_hd__clkdlybuf4s50_1 (10), sky130_fd_sc_hd__dfxtp_1 (9), sky130_fd_sc_hd__nor2_1 (7)",
  "cts_hold_fix_bufs": 0,
  "run_status": "complete, no violations",
  "routed_via_density": 3.73,
  "timing.final.max_slew_violations": 0,
  "chipHeight_microns": 80,
  "cap_violations": 0,
  "synth_flop_count": 9,
  "max_freq_ghz": 0.528,
  "hpwl_microns": 833,
  "power_density_nw_per_um2": 524,
  "period_used_pct": 72.9,
  "relSlewSlack_pct": 59.1,
  "fin_tns_setup_ps": 0,
  "grt_setup_unrepaired": "no",
  "floorplan.core_util_pct": 12.9,
  "tool_warnings": 25,
  "wl_microns": 1040,
  "ys_seq_share_pct": 40.9,
  "synth.distinct_cells": 26,
  "insertedDiodeCount": 0,
  "critical_path_buf_inv_count": 1,
  "critical_path.max_stage_delay_ps": 530,
  "worst_hold_path_type": "flip-flop to flip-flop",
  "io_pins": 12,
  "worst_margin_slew_ps": 608,
  "routabilityCongestion": 0.873,
  "number_of_enable_flip_flop_cells": 0,
  "clock_tree_from_tritoncts": "built",
  "coreArea_sq_um": 3420,
  "global_route.usage.total_pct": 3.26,
  "die-area_sq_um": 6400,
  "ys_async_sr_fraction_pct": 0,
  "worst_hold_slack_ps": 532,
  "antenna_found_initial": 0,
  "clock_path_buffers": 2,
  "detail_route.drc_violations": 0,
  "cts-root-buf": "sky130_fd_sc_hd__clkbuf_4",
  "drtIter0Drc": 17,
  "crit_path_top_delay_cell": "sky130_fd_sc_hd__clkdlybuf4s50_1",
  "avgSynthCellArea_sq_um": 8.99,
  "area_growth_pct": 40.1,
  "syn-instance-count": 49,
  "layout_top_cell_excl_fill_tap": "sky130_fd_sc_hd__clkdlybuf4s50_1",
  "cp_max_fo": 9,
  "wl_per_cell_microns": 9.67,
  "core.rowCount": 21,
  "grt_pass1_vias": 387,
  "cts-buffers-inserted": 3,
  "power.static_leakage_nw": 0.223,
  "die_w_microns": 80,
  "power.ir.vdd_worst_mv": 0.284,
  "mappedNetlistArea_sq_um": 440,
  "ys_area_sq_um": 440,
  "numPortBuffers": 10,
  "ant_nets": 0,
  "hold_viol_final": 0,
  "grt_pass1_wl_microns": 1730,
  "finalClockSkew_ps": 1.98,
  "postCtsSetupBuffers": 0,
  "critical_path.endpoint_type": "flip-flop",
  "worst_setup_hold_path_clk_slew_ps": 60,
  "numClockSinks": 9,
  "start_kind": "input pin",
  "drive_above_1_share_pct": 16.1,
  "critPathArrivalTime_ps": 2060,
  "gr_overflow_total": 0,
  "final_critical_period_ps": 1890,
  "clock_latency_ps": 260,
  "timing.setup.critical_path_class": "input pin to flip-flop",
  "cp_top_family": "AND-OR/OR-AND gates"
}
-- path summary, 6_finish.rpt --
path,start,end,slack (ps),cells past startpoint
setup reg to reg,CS[2],o2,970,4
hold / removal,CS[0],CS[0],530,2
hold reg to reg,CS[0],CS[0],530,2
setup / recovery,i2,o2,710,5
-- metal layers --
layer  track usage, %  vias to the layer above  share of wire (%)
met5                0                        -                  0
met4                0                        0                  0
met3             2.27                        0                 16
met2             3.85                       21                 33
met1             4.86                      176                 51
li1                 -                      206                  -
-- tightest hold or removal path, cell delays in order, from the launching register on --
cell and delay (ps):
sky130_fd_sc_hd__dfxtp_1 320, sky130_fd_sc_hd__nor2_1 80, sky130_fd_sc_hd__o21ai_0 80
-- layout make-up --
cell class | instances | area (sq um)
inverter | 1 | 3.75
multi-input combinational | 38 | 249
clock buffer | 4 | 26.3
fill | 391 | 2800
tap | 46 | 57.6
sequential | 9 | 180
timing repair buffer | 10 | 100
-- kinds of logic after synthesis --
family,share of synthesized area [%]
DFF,40.9
xor gates and xnor gates,1.99
AOI/OAI and AO/OA,24.4
and+or+nand+nor,29.3
other,0.851
buffers and inverters,2.56
-- metrics by stage --
step	power (mW)	instances	area (sq um)	utilization (%)	worst slack [ps]
detailed placement	0.216	104	591	17.3	449
floorplan	0.184	49	440	-	1160
global placement	0.216	104	591	17.3	459
global route	0.342	108	617	18.1	593
finish	0.323	108	617	18.1	706
CTS	0.327	108	617	18.1	725
-- sequential cells by signal (all words and copies together) (netlist names) --
name,count
o2,1
o4,1
CS,5
o3,1
err,1
-- cell usage after synthesis (2+ instances only) --
library cell | instances | share of area, %
sky130_fd_sc_hd__dfxtp_1 | 9 | 41
sky130_fd_sc_hd__nor2_1 | 7 | 6.0
sky130_fd_sc_hd__nand2_1 | 3 | 2.6
sky130_fd_sc_hd__nor4_1 | 3 | 4.3
sky130_fd_sc_hd__o21ai_0 | 3 | 3.4
sky130_fd_sc_hd__a21oi_1 | 2 | 2.3
sky130_fd_sc_hd__a22oi_1 | 2 | 3.4
sky130_fd_sc_hd__a31oi_1 | 2 | 2.8
-- where the power goes --
group          switching, mW  total [mW]  internal, mW  leakage [nW]
Clock                 0.0506       0.110        0.0593        0.0150
Combinational         0.0280      0.0613        0.0332         0.135
Sequential           0.00493       0.152         0.147        0.0738
Power is estimated from default activity; no workload was simulated.
