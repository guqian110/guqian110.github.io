<file path="flow/design.v">
`timescale 1ns / 1ps
module FSM_INDEX(
    input       clk,
    input       rst,
    input       restart,
    input       i1,
    input       i2,
    input       i3,
    input       i4,
    output    reg  err,
    output    reg  o1,
    output    reg  o2,
    output    reg  o3,
    output    reg  o4
    );
    parameter   [4:0]    
                        IDLE  = 5'd0,
                        S1    = 5'd1,
                        S2    = 5'd2,
                        S3    = 5'd3,
                        ERROR = 5'd4;
    reg     [4:0]    
                    CS, NS;
    always @(posedge clk) begin
        if (rst) begin
            CS       <= 5'b0;
            CS[IDLE] <= 1'b1;
        end
        else begin
            CS <= NS;
        end
    end
    always @* begin
        NS = 5'b0;
        case (1'b1)     // synthesis full_case parallel_case
            CS[IDLE]: begin
                if      (!i1) NS[IDLE]  = 1'b1;
                else if ( i2) NS[S1]    = 1'b1;
                else if ( i3) NS[S2]    = 1'b1;
                else          NS[ERROR] = 1'b1;
            end
            CS[S1]: begin
                if      (!i2) NS[S1]    = 1'b1;
                else if ( i3) NS[S2]    = 1'b1;
                else if ( i4) NS[S3]    = 1'b1;
                else          NS[ERROR] = 1'b1;
            end
            CS[S2]: begin
                if      ( i3) NS[S2]    = 1'b1;
                else if ( i4) NS[S3]    = 1'b1;
                else          NS[ERROR] = 1'b1;
            end
            CS[S3]: begin
                if      (!i1) NS[IDLE]  = 1'b1;
                else if ( i2) NS[ERROR] = 1'b1;
                else          NS[S3]    = 1'b1;
            end
            CS[ERROR]: begin
                if (restart) NS[IDLE]  = 1'b1;
                else         NS[ERROR] = 1'b1;
            end
        endcase
    end
    always @(posedge clk) begin
        err <= 0;
        o1  <= 0;
        o2  <= 0;
        o3  <= 0;
        o4  <= 0;
        case(1'b1)
            CS[IDLE]: begin
            end
            CS[S1]: begin
                o2 <= 1;
            end
            CS[S2]: begin
                o2 <= 1;
                o3 <= 1;
            end
            CS[S3]: begin
                o4 <= 1;
            end
            CS[ERROR]: begin
                err <= 1;
            end
        endcase
    end
endmodule
</file>
<file path="flow/run.sh">
#!/bin/bash
# OpenROAD 26Q1-2900-gdf79404cd8, Yosys 0.63+post, stock flow scripts
make -C /OpenROAD-flow-scripts/flow DESIGN_CONFIG=/design/flow/config.mk WORK_HOME=/design/flow/orfs finish
</file>
<file path="flow/config.mk">
export PLATFORM = sky130hd
export DESIGN_NAME = FSM_INDEX
export DESIGN_NICKNAME = FSM_INDEX
export VERILOG_FILES = /design/flow/design.v
export SDC_FILE = /design/flow/constraint.sdc
export NUM_CORES = 4
export LEC_CHECK = 1
export CORE_AREA = 10 10 70 70
export DIE_AREA = 0 0 80 80
</file>
<file path="flow/constraint.sdc">
current_design FSM_INDEX

set clk_period 1.9
set clk_io_pct 0.2

create_clock -name clk0 -period $clk_period [get_ports {clk}]

set non_clock_inputs [all_inputs -no_clocks]
set_input_delay [expr $clk_period * $clk_io_pct] -clock clk0 $non_clock_inputs
set_output_delay [expr $clk_period * $clk_io_pct] -clock clk0 [all_outputs]
</file>
==> results.sh <==
# implementation run metrics
export IMPL_drt_wirelength_per_cell_um=8.938
export IMPL_cts_setup_buffers=0
export IMPL_worstPathArrival_ps=1010
export IMPL_fp_util_pct=10.33
export IMPL_cts_buffers=3
export IMPL_slowest_stage="clkdlybuf4s50_1"
export IMPL_tns_ps=0
export IMPL_min_delay_path_depth=1
export IMPL_cp_required_ps=1520
export IMPL_synth_area_um2=352.8
export IMPL_power_density_mw_per_mm2=745.8
export IMPL_overflow=0
export IMPL_pwr_share_seq_pct=52.1
export IMPL_timing_final_crit_share_pct=73.23
export IMPL_endpoint_kind="output pin"
export IMPL_htree_levels=1
export IMPL_vias=323
export IMPL_cts_buffer_depth=2
export IMPL_crit_chain="clkdlybuf4s50_1"
export IMPL_cpPeakStageDelay_ps=460
export IMPL_grt_max_degree=8
export IMPL_vias_per_cell=3.330
export IMPL_yosysWarnings=3
export IMPL_grt_pass1_vias=288
export IMPL_final_cells=97
export IMPL_n_antenna_cell=0
export IMPL_holdBufCountCts=0
export IMPL_synth_edff_count=0
export IMPL_p_comb_share_pct=11.1
export IMPL_nFillCells=384
export IMPL_clkLatencyLatePin_ps=260
export IMPL_p_switching_uw=91.83
export IMPL_min_delay_start="CS[0]"
export IMPL_drc=0
export IMPL_ant_nets=0
export IMPL_hold_violations=0
export IMPL_worst_path_stages=1
export IMPL_yosys_cells=38
export IMPL_cp_start_kind="flip-flop"
export IMPL_port_buffers=10
export IMPL_ff2ff_path_depth=3
export IMPL_p_clk_share_pct=36.8
export IMPL_path_delay_family="buffers and inverters"
export IMPL_cts_root_buf="clkbuf_4"
export IMPL_finalMaxSlewViolations=0
export IMPL_rsz0062_at_grt="no"
export IMPL_grt_usage_pct=2.718
export IMPL_wl_um=867
export IMPL_crit_type="reg2out"
export IMPL_path_buffers=1
export IMPL_max_cap_viol_count=0
export IMPL_r2r_start="CS[1]"
export IMPL_globalplace_congestion=0.7491
export IMPL_p_leak_nw=0.1730
export IMPL_internal_power_uw=302.9
export IMPL_ys_seq_share_pct=51.06
export IMPL_ir_worst_vdd_mv=0.1693
export IMPL_drive_gt1_share_pct=7.843
export IMPL_finalSetupViolations=0
export IMPL_drt_iter0_markers=21
export IMPL_hp_class="reg2reg"
export IMPL_reg2reg_to="CS[4]"
export IMPL_ff_type="dfxtp_1"
export IMPL_antenna_found_initial=0
export IMPL_warning_count=25
export IMPL_logic_area_um2=161.4
export IMPL_die_h_um=80
export IMPL_skew_ps=5.686
export IMPL_fp_coreArea_mm2=0.003416
export IMPL_rows=21
export IMPL_io_pins=12
export IMPL_syn_area_per_cell_um2=9.285
export IMPL_final_cell_mix="clkdlybuf4s50_1 (10), dfxtp_1 (9), nor2_1 (4), a21oi_1 (4), clkbuf_4 (3)"
export IMPL_yosysTopAreaCell="dfxtp_1"
export IMPL_ys_ff=9
export IMPL_post_dp_hpwl_um=682
export IMPL_clkSinkCount=9
export IMPL_regToRegSetupSlack_ps=830
export IMPL_dr_pass1_iters=4
export IMPL_clkTransAtPathRegs_ps=60
export IMPL_final_layout_top_logic_cell="clkdlybuf4s50_1"
export IMPL_max_freq_mhz=718.7
export IMPL_dpl_cell_count=93
export IMPL_ff_latch_area_um2=180.2
export IMPL_status="finished clean"
export IMPL_switching_share_pct=23.27
export IMPL_cts_resized=0
export IMPL_period_needed_ps=1391
export IMPL_chipArea_mm2=0.006400
export IMPL_grt_pass1_wl_mm=1.359
export IMPL_tritoncts="done"
export IMPL_holdPathEnd="o2"
export IMPL_pre_cts_ws_ps=281.6
export IMPL_synthTopCellsByArea="dfxtp_1 (51%), a21oi_1 (5.7%), nor4b_1 (5.0%)"
export IMPL_cp_max_fo=1
export IMPL_ys_area_um2=352.8
export IMPL_synth_cells=38
export IMPL_top_cell_area_share_pct=51.06
export IMPL_setup_ws_ps=508.7
export IMPL_synthToLayoutAreaGrowth_pct=50.00
export IMPL_synthArstFlopShare_pct=0
export IMPL_die_w_um=80
export IMPL_synth_cell_types=21
## through the flow
stage	power (mW)	utilization, %	cell area, um2	hold slack, ps
2_1_floorplan	0.2273	-	352.8	436.8
3_3_place_gp	0.2524	14.73	503.0	469.6
3_5_place_dp	0.2534	14.73	503.0	467.1
4_1_cts	0.3997	15.49	529.3	484.8
5_1_grt	0.4210	15.49	529.3	535.3
6_report	0.3947	15.49	529.3	485.4
## registers in the layout, indices dropped and copies added, names as in the netlist
register / cells
CS: 5
err: 1
o2: 1
o3: 1
o4: 1
## cell usage after synthesis (2+ instances only)
master	instances
nor2_1	4
dfxtp_1	9
a21oi_1	4
nor4b_1	2
nand2b_1	2
o21ai_0	2
## metal layers
layer,up-vias,share of wire (%),global-route usage [%]
li1,162,-,-
met1,144,41,2.951
met2,15,40,3.772
met3,2,18,2.614
met4,0,0.92,0.5282
met5,-,0,0
## layout make-up
| class | instances | area share [%] |
|---|---|---|
| Sequential cell | 9 | 34.04 |
| Multi-Input combinational cell | 27 | 30.50 |
| Timing Repair Buffer | 10 | 18.91 |
| Tap cell | 46 | 10.87 |
| Clock buffer | 4 | 4.965 |
| Inverter | 1 | 0.7092 |
## cells by family after synthesis
logic type,count (synthesis),synth area share [%]
AND/OR/NAND/NOR,17,29.44
flip-flops,9,51.06
other,1,1.063
AND-OR/OR-AND,9,15.25
buffers and inverters,2,3.191
## worst max path at each step
stage,startpoint,end,slack (ps)
final,err,err,510
after CTS,err,err,490
after global routing,o2,o2,440
## power groups by stage
stage / logic, mW / clock network, mW / registers (mW)
final: 0.0438 / 0.145 / 0.206
after global routing: 0.0491 / 0.165 / 0.207
after CTS: 0.0441 / 0.150 / 0.205
No activity file was given, so power comes from the tool's default toggle rates.
